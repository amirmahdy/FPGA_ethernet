$ cat flow/run.sh
#!/bin/bash
# OpenROAD 26Q1-2900-gdf79404cd8, Yosys 0.63+post, stock flow scripts
make -C /OpenROAD-flow-scripts/flow DESIGN_CONFIG=/design/flow/config.mk WORK_HOME=/design/flow/orfs finish
$ cat flow/config.mk
export PLATFORM = sky130hd
export DESIGN_NAME = dvd
export DESIGN_NICKNAME = dvd
export VERILOG_FILES = /design/flow/design.v
export SDC_FILE = /design/flow/constraint.sdc
export NUM_CORES = 4
export LEC_CHECK = 1
export CORE_UTILIZATION = 50
$ cat flow/constraint.sdc
current_design dvd

set clk_period 6.7
set clk_io_pct 0.2

create_clock -name clk0 -period $clk_period [get_ports {clk20}]

set non_clock_inputs [all_inputs -no_clocks]
set_input_delay [expr $clk_period * $clk_io_pct] -clock clk0 $non_clock_inputs
set_output_delay [expr $clk_period * $clk_io_pct] -clock clk0 [all_outputs]
$ cat flow/design.v
module TENBASET_TxD(clk20, Ethernet_TDp, Ethernet_TDm,DataIN);
input clk20;
input [7:0] DataIN;
output Ethernet_TDp, Ethernet_TDm;
parameter IPsource_1 = 192;
parameter IPsource_2 = 168;
parameter IPsource_3 = 0;
parameter IPsource_4 = 44;
parameter IPdestination_1 = 192;
parameter IPdestination_2 = 168;
parameter IPdestination_3 = 0;
parameter IPdestination_4 = 2;
parameter PhysicalAddress_1 = 8'h00;
parameter PhysicalAddress_2 = 8'h24;
parameter PhysicalAddress_3 = 8'hE8;
parameter PhysicalAddress_4 = 8'hE0;
parameter PhysicalAddress_5 = 8'hC7;
parameter PhysicalAddress_6 = 8'hC2;
reg [17:0] counter; always @(posedge clk20) counter<=counter+1;
reg StartSending; always @(posedge clk20) StartSending<=&counter;
parameter number = 16'h05C0 ;
parameter PayloadSize = number + 8 ;
parameter CnctSize = number + 8'h1C ;
parameter IPchecksum1 = 32'h0000C52D + number + (IPsource_1<<8)+IPsource_2+(IPsource_3<<8)+IPsource_4+
                                                                (IPdestination_1<<8)+IPdestination_2+(IPdestination_3<<8)+(IPdestination_4);
parameter IPchecksum2 =  ((IPchecksum1&32'h0000FFFF)+(IPchecksum1>>16));
parameter IPchecksum3 = (~((IPchecksum2&32'h0000FFFF)+(IPchecksum2>>16))) ;
reg [15:0] rdaddress;
reg [15:0] pkt_data;
always @(posedge clk20)
case(rdaddress)
  16'h0000: pkt_data <= 8'h55;
  16'h0001: pkt_data <= 8'h55;
  16'h0002: pkt_data <= 8'h55;
  16'h0003: pkt_data <= 8'h55;
  16'h0004: pkt_data <= 8'h55;
  16'h0005: pkt_data <= 8'h55;
  16'h0006: pkt_data <= 8'h55;
  16'h0007: pkt_data <= 8'hD5;
  16'h0008: pkt_data <= PhysicalAddress_1;
  16'h0009: pkt_data <= PhysicalAddress_2;
  16'h000A: pkt_data <= PhysicalAddress_3;
  16'h000B: pkt_data <= PhysicalAddress_4;
  16'h000C: pkt_data <= PhysicalAddress_5;
  16'h000D: pkt_data <= PhysicalAddress_6;
  16'h000E: pkt_data <= 8'h00;
  16'h000F: pkt_data <= 8'h12;
  16'h0010: pkt_data <= 8'h34;
  16'h0011: pkt_data <= 8'h56;
  16'h0012: pkt_data <= 8'h78;
  16'h0013: pkt_data <= 8'h90;
  16'h0014: pkt_data <= 8'h08;
  16'h0015: pkt_data <= 8'h00;
  16'h0016: pkt_data <= 8'h45;
  16'h0017: pkt_data <= 8'h00;
  16'h0018: pkt_data <= CnctSize[15:8];
  16'h0019: pkt_data <= CnctSize[7:0];    
  16'h001A: pkt_data <= 8'h00;
  16'h001B: pkt_data <= 8'h00;
  16'h001C: pkt_data <= 8'h00;
  16'h001D: pkt_data <= 8'h00;
  16'h001E: pkt_data <= 8'h80;
  16'h001F: pkt_data <= 8'h11;
  16'h0020: pkt_data <= IPchecksum3[15:8];
  16'h0021: pkt_data <= IPchecksum3[ 7:0];   
  16'h0022: pkt_data <= IPsource_1;
  16'h0023: pkt_data <= IPsource_2;
  16'h0024: pkt_data <= IPsource_3;
  16'h0025: pkt_data <= IPsource_4;
  16'h0026: pkt_data <= IPdestination_1;
  16'h0027: pkt_data <= IPdestination_2;
  16'h0028: pkt_data <= IPdestination_3;
  16'h0029: pkt_data <= IPdestination_4;
  16'h002A: pkt_data <= 8'h04;
  16'h002B: pkt_data <= 8'h00;
  16'h002C: pkt_data <= 8'h04;
  16'h002D: pkt_data <= 8'h00;
  16'h002E: pkt_data <= PayloadSize[15:8];
  16'h002F: pkt_data <= PayloadSize[7:0];  
  16'h0030: pkt_data <= 8'h00;
  16'h0031: pkt_data <= 8'h00;
  default: pkt_data <= DataIN;
endcase
reg [3:0] ShiftCount;
reg SendingPacket;
always @(posedge clk20) if(StartSending) SendingPacket<=1; else if(ShiftCount==14 && rdaddress==(16'h0036 + number)) SendingPacket<=0;
always @(posedge clk20) ShiftCount <= SendingPacket ? ShiftCount+1 : 15;
wire readram = (ShiftCount==15);
always @(posedge clk20) if(ShiftCount==15) rdaddress <= SendingPacket ? rdaddress+1 : 0;
reg [7:0] ShiftData; always @(posedge clk20) if(ShiftCount[0]) ShiftData <= readram ? pkt_data : {1'b0, ShiftData[7:1]};
reg [31:0] CRC ;
reg CRCflush; always @(posedge clk20) if(CRCflush) CRCflush <= SendingPacket; else if(readram) CRCflush <= (rdaddress== (16'h0032 + number));
reg CRCinit; always @(posedge clk20) if(readram) CRCinit <= (rdaddress==7);
wire CRCinput = CRCflush ? 0 : (ShiftData[0] ^ CRC[31]);
always @(posedge clk20) if(ShiftCount[0]) CRC <= CRCinit ? ~0 : ({CRC[30:0],1'b0} ^ ({32{CRCinput}} & 32'h04C11DB7));
reg [16:0] LinkPulseCount; always @(posedge clk20) LinkPulseCount <= SendingPacket ? 0 : LinkPulseCount+1;
reg LinkPulse; always @(posedge clk20) LinkPulse <= &LinkPulseCount[16:1];
reg SendingPacketData; always @(posedge clk20) SendingPacketData <= SendingPacket;
reg [2:0] idlecount; always @(posedge clk20) if(SendingPacketData) idlecount<=0; else if(~&idlecount) idlecount<=idlecount+1;
wire dataout = CRCflush ? ~CRC[31] : ShiftData[0];
reg qo; always @(posedge clk20) qo <= SendingPacketData ? ~dataout^ShiftCount[0] : 1;
reg qoe; always @(posedge clk20) qoe <= SendingPacketData | LinkPulse | (idlecount<6);
reg Ethernet_TDp; always @(posedge clk20) Ethernet_TDp <= (qoe ? qo : 1'b0);
reg Ethernet_TDm; always @(posedge clk20) Ethernet_TDm <= (qoe ? ~qo : 1'b0);
endmodule
module dvd(clk20, Ethernet_TDp, Ethernet_TDm ,CLKOUT , DataIN , TC , CE );
input clk20;
input [7:0] DataIN ;
output Ethernet_TDp,Ethernet_TDm;
output TC , CE ,CLKOUT ;
wire [7:0] DATAADC;
reg [15:0] ACCADD = 0;
reg [7:0] ACC = 0;
reg [7:0] TMP = 0; 
TENBASET_TxD trn_inst(clk20, Ethernet_TDp, Ethernet_TDm,DATAADC); 
assign CLKOUT = clk20;
assign TC = 1; assign CE = 0;
assign DATAADC = ACC;
always @(posedge clk20)
begin
ACCADD = ACCADD + DataIN;
if (TMP == 8'h80)
begin
ACC = ACCADD/8'h80 ;
ACCADD = 0;
TMP = 0;
end
TMP = TMP + 1;
end
endmodule
==> flow_metrics.env <==
# flow metrics
export IMPL_yosys_warnings=2
export IMPL_cts_tree="yes"
export IMPL_ios=14
export IMPL_dp_hpwl_mm=7.41
export IMPL_antennaDiodeCount=0
export IMPL_synth_seq_share_pct=53.0
export IMPL_reg2regPathDepth=7
export IMPL_p_per_area_mw_per_mm2=288
export IMPL_mux_area_share_pct=2.66
export IMPL_netlist_area_sq_mm=0.00678
export IMPL_die_width_um=118
export IMPL_warning_count=31
export IMPL_synth_flops=147
export IMPL_irDropWorstVdd_mv=0.212
export IMPL_synth_avg_cell_area_sq_um=10.6
export IMPL_report_final_hold_viol_count=0
export IMPL_row_count=42
export IMPL_yosysCellCount=639
export IMPL_synthToLayoutAreaGrowth_pct=12.8
export IMPL_cp_arrival_ns=3.98
export IMPL_min_path_type="reg2reg"
export IMPL_cpMostUsedCell="clkbuf_16"
export IMPL_grt_usage_pct=17.9
export IMPL_grt_pass1_vias=4147
export IMPL_hold_start="trn_inst.StartSending"
export IMPL_crit_chain="clkbuf_16 -> clkbuf_16 -> clkdlybuf4s50_1"
export IMPL_r2r_end="trn_inst.pkt_data[6]"
export IMPL_xor_area_share_pct=9.44
export IMPL_rsz0062_at_grt="no"
export IMPL_ys_flop_type="dfxtp_1"
export IMPL_nFillCells=1094
export IMPL_synth_cell_types=62
export IMPL_die_area_sq_mm=0.0140
export IMPL_ys_top_cells_by_area="edfxtp_1, dfxtp_1, xnor2_1"
export IMPL_worst_pin_slew_ns=0.829
export IMPL_core_sq_mm=0.0132
export IMPL_ant_nets=0
export IMPL_critical_path_class="clk2out"
export IMPL_place_gp_congestion=0.925
export IMPL_finalNonFillerCells=840
export IMPL_register_area_sq_mm=0.00359
export IMPL_hold_buffers=0
export IMPL_crit_reg2reg_launch="trn_inst.rdaddress[0]"
export IMPL_end_kind="output port"
export IMPL_setup_tns_ns=0
export IMPL_grt_start_max_net_pins=45
export IMPL_drive_gt1_share_pct=10.5
export IMPL_pwr_share_comb_pct=11.1
export IMPL_yosysChipArea_sq_mm=0.00678
export IMPL_clkLatencyLatePin_ns=0.52
export IMPL_antenna_found_initial=0
export IMPL_holdPathStages=1
export IMPL_adder_share_pct=3.99
export IMPL_sw_frac_of_total_pct=22.5
export IMPL_p_leak_nw=2.83
export IMPL_drt_wl_total_mm=11.4
export IMPL_clock_power_share_pct=43.0
export IMPL_critPathMaxFanout=2
export IMPL_intPower_mw=1.71
export IMPL_async_flop_share_pct=0
export IMPL_logic_area_sq_mm=0.00298
export IMPL_relSlewSlack_pct=44.2
export IMPL_p_switching_mw=0.496
export IMPL_vias=4412
export IMPL_maxCapViolations=0
export IMPL_pwr_share_seq_pct=45.8
export IMPL_fp_util_pct=51.2
export IMPL_portBuffers=11
export IMPL_start_kind="clock port"
export IMPL_setup_violations=0
export IMPL_enable_flop_cells=65
export IMPL_crit_slowest_cell="clkdlybuf4s50_1"
export IMPL_post_cts_buffers=0
export IMPL_synth_cellmix_simpleShare_pct=20.3
export IMPL_clkTransAtPathRegs_ns=0.05
export IMPL_required_ns=5.36
export IMPL_synth_logic_top_family="simple AND/OR/NAND/NOR gates"
export IMPL_wl_per_cell_um=13.5
export IMPL_skew_ns=0.00832
export IMPL_worstSetupStartpoint="clk20"
export IMPL_vias_per_cell=5.25
export IMPL_cpPeakStageDelay_ns=0.39
export IMPL_drc=0
export IMPL_hold_path_end="trn_inst.SendingPacket"
export IMPL_die_y_um=118
export IMPL_slew_viol_final=0
export IMPL_overflow=0
export IMPL_placedCellCount=805
export IMPL_synth_top_cell_by_area="edfxtp_1"
export IMPL_drt_initial_drc_count=315
export IMPL_grt_first_pass_wirelength_mm=19.5
export IMPL_status="completed"
export IMPL_r2r_slack_ns=3.77
export IMPL_post_cts_resized=0
export IMPL_firstDrtPassIters=4
export IMPL_ys_sh_aoi_pct=7.46
export IMPL_post_synth_top_area_fraction_pct=28.8
export IMPL_synthCells=639
[cell usage after synthesis, types with 2 or more instances]
master,count
a21oi_1,15
buf_4,3
conb_1,2
o211ai_1,3
or2_2,19
nor2_1,45
and3b_1,2
and3_1,7
nor4b_1,2
xnor2_1,47
a221oi_1,2
ha_1,20
inv_1,22
a31oi_1,3
a21o_1,6
mux2_4,4
dfxtp_1,82
edfxtp_1,65
or3_1,10
nand3b_1,2
nand2b_1,17
nand3_1,30
nor4_1,6
a22o_1,2
nand2_1,46
buf_2,2
nor3_1,15
mux2i_1,3
and2_1,19
o21ai_0,21
xor2_1,26
clkbuf_1,20
nor2b_1,15
and4_1,6
o311ai_0,2
mux2_2,8
nand4_1,13
o211a_1,2
o21a_1,2
[cell usage in the layout, fill, tap and decap left out, drive strengths merged, types with 13 or more instances in the layout]
cell type / n
a21oi: 15
and2: 19
clkbuf: 31
dfxtp: 82
edfxtp: 65
ha: 20
inv: 22
nand2: 46
nand2b: 17
nand3: 30
nand4: 13
nor2: 45
nor2b: 15
nor3: 16
o21ai: 22
or2: 19
xnor2: 47
xor2: 26
[per-stage QoR]
stage	power, mW	util [%]	setup slack, ns	cell area, sq um	hold slack (ns)
2_1_floorplan	1.23	-	1.91	6780	0.360
3_3_place_gp	1.28	53.1	1.64	7030	0.377
3_5_place_dp	1.28	53.1	1.64	7030	0.384
6_report	2.20	57.7	1.38	7640	0.399
4_1_cts	2.23	57.7	1.37	7640	0.401
5_1_grt	2.32	57.7	1.36	7640	0.409
[how the worst max path moves through the flow]
| stage | endpoint | slack (ns) | cells after the start |
|---|---|---|---|
| 5_1_grt | CLKOUT | 1.36 | 3 |
| 4_1_cts | CLKOUT | 1.37 | 3 |
| 6_report | CLKOUT | 1.38 | 3 |
[cell families after synthesis]
logic type	count (synthesis)
simple gates	259
flops	147
compound gates	74
xor+xnor	73
buf+inv	48
fa+ha+maj	21
mux	15
other cells	2
[worst max-delay path, delay by kind of cell]
kind | cells | cell delay [ns]
buffers and inverters | 3 | 0.64
[state kept, by name, summed over array words and instances (netlist names), 3 cells and up]
signal,count
trn_inst.idlecount,3
trn_inst.counter,18
ACC,8
trn_inst.rdaddress,16
trn_inst.pkt_data,8
trn_inst.LinkPulseCount,17
TMP,8
ACCADD,15
trn_inst.ShiftCount,4
trn_inst.ShiftData,8
trn_inst.CRC,32
[power by group through the flow]
| stage | Sequential, mW | Combinational (mW) | Clock, mW |
|---|---|---|---|
| 4_1_cts | 1.01 | 0.245 | 0.973 |
| 5_1_grt | 1.01 | 0.287 | 1.01 |
| 6_report | 1.01 | 0.245 | 0.947 |
[cell type report]
| cell class | count | area share [%] |
|---|---|---|
| Clock buffer | 32 | 7.87 |
| Clock inverter | 4 | 0.311 |
| Inverter | 22 | 1.08 |
| Multi-Input combinational cell | 444 | 39.0 |
| Sequential cell | 147 | 47.0 |
| Tap cell | 176 | 2.88 |
| Timing Repair Buffer | 15 | 1.80 |
[metal layers]
metal	up-vias	share of wire, %	wire length (um)	global-route usage, %
met4	0	2.4	278	4.11
met3	15	4.0	457	3.84
met1	2061	51	5790	30.0
met5	-	0	0	0
li1	2258	-	-	-
met2	78	43	4830	25.1
Power is estimated from default activity; no workload was simulated.
